[/design/flow/design.v]
module i2c_master(
  input clk,
  input arst,
  input [6:0] addr,    
  input [7:0] data_in,    
  input en,
  input rw,
  output reg [7:0] data_out,    
  output busy,
  output scl,
  inout sda
);
  parameter IDLE=3'd0, START=3'd1, ADDRESS=3'd2, ACK1=3'd3, DATA_TRANS=3'd4,             WRITE_ACK2=3'd5, READ_ACK2=3'd6, STOP=3'd7;
  reg [2:0] state=IDLE;
  reg [2:0] count=0;          
  reg [7:0] count_2=0;         
  reg [7:0] count_3=0;        
  reg i2c_clk=0;               
  reg scl_en_clk=0;            
  reg scl_en=0;                
  reg sda_en_m=0;                
  reg sda_out;                 
  reg [7:0] saved_addr;        
  reg [7:0] saved_data;        
  always@(posedge clk)
    begin
      if(count_2==124)
        begin
          i2c_clk<=~i2c_clk;
          count_2<=0;
        end
      else
        count_2<=count_2+1;
    end
  always@(posedge clk)
    begin
      if(count_3==62)
        begin
          scl_en_clk<=~scl_en_clk;
          count_3<=0;
        end
      else
        count_3<=count_3+1;
    end
  always@(negedge scl_en_clk,posedge arst)
    begin
      if(arst) scl_en<=0;
      else 
        begin
          if((state==IDLE)||(state==START)||(state==STOP)) scl_en<=0;
          else scl_en<=1;
        end
    end
  always@(posedge i2c_clk,posedge arst)
    begin
      if(arst)
        state<=IDLE;
      else 
        begin
          case(state)
            IDLE:begin
              if(en)
                begin
                  state<=START;
                  saved_addr<={addr,rw};
                  saved_data<=data_in;
                end
              else
                state<= IDLE;
            end
            START: begin
              state<= ADDRESS;
              count<=7;
            end
            ADDRESS: begin
              if(count==0)
                begin
                  state<= ACK1;
                end
              else
                begin
                  count<=count-1;
                  state<= ADDRESS;
                end
            end
            ACK1: begin
              if(sda==0)            
                begin
                  state<= DATA_TRANS;
                  count<=7;
                end
              else
                begin
                  state<= STOP;    
                end
            end
            DATA_TRANS: begin
              if(saved_addr[0])
                begin
                  data_out[count]<=sda;    
                  if(count==0)
                    begin
                      state<= WRITE_ACK2;
                    end
                  else
                    begin
                      count<=count-1;
                      state<= DATA_TRANS;
                    end
                end
                  else
                    begin
                      if(count==0)
                        begin
                          state<= READ_ACK2;
                        end
                      else
                        begin
                          count<=count-1;
                          state<= DATA_TRANS;
                        end
                    end
                end
            WRITE_ACK2: state<= STOP;
            READ_ACK2: begin
              if(sda==0 && en==1)
                begin
                  state<= IDLE;    
                end
              else
                begin
                  state<= STOP;    
                end
            end
            STOP: begin
              state<= IDLE;
            end
          endcase
        end
    end
  always@(negedge i2c_clk,posedge arst)
    begin
      if(arst)
        begin
          sda_en_m<=1;
          sda_out<=1;
        end
      else
        begin
          case(state)
            START: begin
              sda_out<= 0;    
              sda_en_m<=1;
            end
            ADDRESS:begin
              sda_out<= saved_addr[count];
              sda_en_m<=1;
            end
            ACK1: begin
              sda_en_m<=0;
            end
            DATA_TRANS: begin
              if(saved_addr[0])   
                begin
                  sda_en_m<=0;
                end
              else
                begin
                  sda_out<= saved_data[count];      
                  sda_en_m<=1;
                end
            end
            WRITE_ACK2: begin
              sda_en_m<=1;
              sda_out<=0;     
            end
            READ_ACK2: begin
              sda_en_m<= 0;      
            end
            STOP: begin
              sda_out<=1;
              sda_en_m<=1;
            end
          endcase
        end
    end
  assign scl = scl_en? i2c_clk: 1'b1;
  assign sda = sda_en_m? sda_out: 1'bz;
  assign busy = (state==IDLE)? 1'b0:1'b1;
endmodule
[/design/flow/run.sh]
#!/bin/bash
# OpenROAD 26Q1-2900-gdf79404cd8, Yosys 0.63+post, stock flow scripts
make -C /OpenROAD-flow-scripts/flow DESIGN_CONFIG=/design/flow/config.mk WORK_HOME=/design/flow/orfs finish
[/design/flow/config.mk]
export PLATFORM = sky130hd
export DESIGN_NAME = i2c_master
export DESIGN_NICKNAME = i2c_master
export VERILOG_FILES = /design/flow/design.v
export SDC_FILE = /design/flow/constraint.sdc
export NUM_CORES = 4
export LEC_CHECK = 1
export CORE_UTILIZATION = 50
[/design/flow/constraint.sdc]
current_design i2c_master

set clk_period 1.8
set clk_io_pct 0.2

create_clock -name clk0 -period $clk_period [get_ports {clk}]

set non_clock_inputs [all_inputs -no_clocks]
set_input_delay [expr $clk_period * $clk_io_pct] -clock clk0 $non_clock_inputs
set_output_delay [expr $clk_period * $clk_io_pct] -clock clk0 [all_outputs]
==> results.txt <==
yosys + openroad results -> Yosys Instances 208, clock root cell clkbuf_8, syn avg cell area 11.3 µm², endpoints left unconstrained 69, DIE WIDTH 70.6 µm, Top-area cell share 37.1%, Flops after synth 50, H-tree depth 1, leading area contributor after synthesis edfxtp_1, Synthesis Warnings 2, register pins left without a clock 32, Synth area leaders edfxtp_1 37%, dfxtp_1 14%, ha_1 5.3%, o21ai_0 3.6%, dfrtp_1 3.2%, post-CTS sizing 0, Failed at clock tree synthesis, count of library flops with an enable pin 29, I/O pin cnt 30, Synth Seq Share 56.1%, First Error [error] [KeplerFormal.cpp:679] Workflow failed: Iso has multiple drivers: .sda0, sda$_DFFE_NP1P_.Q0, Commonest cells post-synth 29 x edfxtp_1, 20 x nand2_1, 17 x nor2_1, 17 x o21ai_0, 16 x dfxtp_1, Post-synth ARST share 10.0%, most frequent cell after synthesis edfxtp_1, CTS Hold Bufs 0, Rows 24, RD Place Congestion 0.844, IO Port Bufs 28, YS chip area 2350 µm², unique cell type count in the Yosys netlist 40, Max clock buf depth 2, status did not finish, Detail Placement HPWL 2.84 mm, post-CTS setup buffers 0, post-synthesis instance total 208, Initial Util 52.9%, Synth Cell Area 2350 µm², Commonest flop edfxtp_1, CTS buffer count 3, Setup Slack @ Placement 0.490 ns, Die Ht 70.6 µm
kinds of logic after synthesis:
group           after synthesis  share of synthesized area [%]
simple gates                 68                           14.7
flops                        50                           56.1
compound gates               33                           8.79
buf+inv                      22                           4.21
xor+xnor                     13                           4.85
mux                          12                           6.07
fa+ha+maj                    10                           5.32
stage by stage:
step | area (µm²) | instances | util [%]
floorplan | 2350 | 208 | -
global placement | 2690 | 284 | 60.5
detailed placement | 2690 | 284 | 60.5
